==> design.v <==
`timescale 1ns / 1ps
module FullAdder(
    input A,
    input B,
    input C_IN,
    output C_OUT,
    output S
    );
    assign C_OUT = (A & B)|(C_IN & B)|(C_IN & A);
    assign S = (~A & ~B & C_IN)|(~A & B & ~C_IN)|(A & B & C_IN)|(A & ~B & ~C_IN);
endmodule
`timescale 1ns / 1ps
module Display(
    input S0,
    input S1,
    input S2,
    input S3,
    output DA,
    output DB,
    output DC,
    output DD,
    output DE,
    output DF,
    output DG
    );
    wire zero, one, two, three, four, five, six, seven, eight, nine;
    assign zero  = ~S3 & ~S2 & ~S1 & ~S0;
    assign one   = ~S3 & ~S2 & ~S1 &  S0;
    assign two   = ~S3 & ~S2 &  S1 & ~S0;
    assign three = ~S3 & ~S2 &  S1 &  S0;
    assign four  = ~S3 &  S2 & ~S1 & ~S0;
    assign five  = ~S3 &  S2 & ~S1 &  S0;
    assign six   = ~S3 &  S2 &  S1 & ~S0;
    assign seven = ~S3 &  S2 &  S1 &  S0;
    assign eight =  S3 & ~S2 & ~S1 & ~S0;
    assign nine  =  S3 & ~S2 & ~S1 &  S0;
    assign DA = zero | two   | three | five  | six   | seven | eight | nine;
    assign DB = zero | one   | two   | three | four  | seven | eight | nine;
    assign DC = zero | one   | three | four  | five  | six   | seven | eight | nine;
    assign DD = zero | two   | three | five  | six   | eight;
    assign DE = zero | two   | six   | eight;
    assign DF = zero | four  | five  | six   | eight | nine;
    assign DG = two  | three | four  | five  | six   | eight | nine;
endmodule
`timescale 1ns / 1ps
module Lab6Test(
    input [7:0] SW,
    output [3:0] LED,
    output [7:0] AN,
    output CA,
    output CB,
    output CC,
    output CD,
    output CE,
    output CF,
    output CG
    );
    wire A0, A1, A2, A3, B0, B1, B2, B3;
    wire S0, S1, S2, S3, C1, C2, C3, C4;
    assign A0 = SW[0];
    assign A1 = SW[1];
    assign A2 = SW[2];
    assign A3 = SW[3];
    assign B0 = SW[4];
    assign B1 = SW[5];
    assign B2 = SW[6];
    assign B3 = SW[7];
    assign LED[0] = S0;
    assign LED[1] = S1;
    assign LED[2] = S2;
    assign LED[3] = S3;
    assign DP = 1'b1;
    wire DA, DB, DC, DD, DE, DF, DG;
    FullAdder first  (A0, B0, 0,  C1, S0);
    FullAdder second (A1, B1, C1, C2, S1);
    FullAdder third  (A2, B2, C2, C3, S2);
    FullAdder fourth (A3, B3, C3, C4, S3);
    Display   create (S0, S1, S2, S3, DA, DB, DC, DD, DE, DF, DG);
    assign CA = ~DA;
    assign CB = ~DB;
    assign CC = ~DC;
    assign CD = ~DD;
    assign CE = ~DE;
    assign CF = ~DF;
    assign CG = ~DG;
    assign AN[0]   = 1'b0;
    assign AN[7:1] = 7'b111_1111;
endmodule
==> run.sh <==
#!/bin/bash
# OpenROAD 26Q1-2900-gdf79404cd8, Yosys 0.63+post, stock flow scripts
make -C /OpenROAD-flow-scripts/flow DESIGN_CONFIG=/design/flow/config.mk WORK_HOME=/design/flow/orfs finish
==> config.mk <==
export PLATFORM = sky130hd
export DESIGN_NAME = Lab6Test
export DESIGN_NICKNAME = Lab6Test
export VERILOG_FILES = /design/flow/design.v
export SDC_FILE = /design/flow/constraint.sdc
export NUM_CORES = 4
export LEC_CHECK = 1
export CORE_AREA = 10 10 70 70
export DIE_AREA = 0 0 80 80
==> constraint.sdc <==
current_design Lab6Test

set clk_period 4.1
set clk_io_pct 0.2

create_clock -name clk0 -period $clk_period

set non_clock_inputs [all_inputs -no_clocks]
set_input_delay [expr $clk_period * $clk_io_pct] -clock clk0 $non_clock_inputs
set_output_delay [expr $clk_period * $clk_io_pct] -clock clk0 [all_outputs]
==> reports/results.tsv <==
stage	metric	value	unit
clock_network	postCtsSetupRepairBufs	0	
synth	synth_largest_type_area_fraction	26.57	%
global_routing	grt_first_pass_wirelength	1476	um
power	report.power.total	0.1262	mW
critical_path	timing.critical_path.cells	clkdlybuf4s50_1, ha_2, fa_2, inv_1, fa_2, nand2b_4, o21ai_2, o2bb2a_4, clkdlybuf4s50_1	
die	fp_util	9.927	%
detailed_routing	detail_route.antenna_diodes	0	
detailed_routing	vias	295	
placed_design	placement.io_buffers	19	
critical_path	criticalPathCategory	in2out	
final_timing	finalWorstSetupSlack	114.5	ps
synth	syn_area_per_cell	7.371	um^2
power	power.density_cell_area	231.9	nW/um^2
detailed_routing	route.detailed.wl_per_inst	8.827	um
global_routing	globalRouteOverflowTotal	0	
global_routing	grt_util_all_layers	2.730	%
final_timing	min_period	3985	ps
synth	synth.yosys.warnings	2	
final_timing	hold_slack	2773	ps
die	die_y	80	um
critical_path	cp_startpoint_kind	primary input	
cells_and_area	drive_gt1_share	17.24	%
global_routing	grt_max_degree	11	
critical_path	critical_path.max_stage_delay	480	ps
die	floorplan.core_area	3416	um^2
cells_and_area	final-seq-area	0	um^2
detailed_routing	ant_nets	0	
placed_design	gp_congestion	0.7550	
min_path	timing.hold.worst.class	in2out	
final_timing	report.final.slew_viol_count	0	
cells_and_area	fill_cells	388	
status	status	finished clean	
final_timing	timing.final.crit_share	97.21	%
detailed_routing	drt_pass_1_iters	2	
critical_path	worstPathRequired	3280	ps
critical_path	crit_path_end_kind	output pin	
global_routing	number_of_global_route_vias_before_repair	307	
synth	top_area_cell	buf_4	
final_timing	tns	0	ps
synth	synth.cell_area	339.1	um^2
final_timing	finish_stage_setup_viols	0	
synth	syn-instance-count	46	
final_timing	grt_setup_unrepaired	false	
detailed_routing	route.detailed.drc	0	
placed_design	preCtsSetupSlack	-62.98	ps
critical_path	critical_path.max_fanout	5	
synth	yosysSeqAreaShare	0	%
placed_design	hpwlAfterDp	808.7	um
die	floorplan.rows	21	
detailed_routing	wl	918	um
flow_run	max_capacitance_violation_count	0	
critical_path	worst-endpoint-arrival	3170	ps
critical_path	critPathSlowestCell	fa_2	
power	max-vdd-ir-drop	0.03458	mV
die	x_dimension_of_the_die	80	um
flow_run	number_of_warnings_the_tools_reported	32	
power	leakage_power	0.2239	nW
clock_network	post_cts_hold_buffer_count	0	
synth	synth_dominant_cell_count	buf_4	
die	design.die.area	6400	um^2
synth	synthTopCellsByCount	buf_4 (12), inv_1 (6), a21oi_1 (3), nand2b_1 (3), o21ai_0 (3)	
final_timing	max_clock_freq	250.9	MHz
synth	yosys-stat-cells	46	
synth	synthTopCellsByArea	buf_4 (27%), fa_1 (12%), xor3_2 (7.4%), inv_1 (6.6%), o2bb2a_4 (5.9%)	
final_timing	hold_viol_final	0	
synth	yosys.cell_types.count	19	
die	io_pins	27	
synth	yosysChipArea	339.1	um^2
detailed_routing	drt-vias-per-instance	2.837	
global_routing	grt_antenna_before_repair	0	
detailed_routing	detail_route.iter0.violations	21	
cells_and_area	n_sequential_cell	0	
cells_and_area	clockBufferCount	0	
cells_and_area	area_growth_syn_to_layout	60.52	%
[cells in the final DEF, fill, tap and decap left out, drive strengths merged]
cell type,synthesis,routed
clkdlybuf4s50,0,18
conb,2,8
inv,6,6
a21oi,4,4
nand2b,3,3
o21ai,3,3
nand2,2,2
xnor2,2,2
fa,2,2
xor3,1,1
nor2b,1,1
o22ai,1,1
o2bb2a,1,1
or2,1,1
nand3,1,1
o211ai,1,1
ha,1,1
dlygate4sd2,0,1
buf,12,1
[logic make-up after synthesis]
| logic type | share of synthesized area [%] |
|---|---|
| AND-OR/OR-AND | 21.40 |
| XOR/XNOR | 12.55 |
| adder cells (fa/ha/maj) | 15.50 |
| buffers and inverters | 35.43 |
| other | 2.215 |
| AND/OR/NAND/NOR | 12.92 |
[routing by layer]
metal / vias up / share of wire [%] / wire length [um] / global-route usage (%)
met5: - / 0 / 0 / 0
met4: 0 / 0 / 0 / 0
met3: 0 / 15 / 142 / 0.9091
met2: 19 / 41 / 374 / 4.254
met1: 127 / 44 / 401 / 3.780
li1: 149 / - / - / -
[stage by stage]
step           instances  cell area (um^2)  utilization, %
2_1_floorplan         52             361.6               -
3_3_place_gp         104             519.2           15.20
3_5_place_dp         104             519.2           15.20
4_1_cts              104             541.8           15.86
5_1_grt              104             544.3           15.93
6_report             104             544.3           15.93
[timing repair]
item	4_1_cts	5_1_grt
endpoints found under the setup margin	3	4
pin swaps	3	2
resized	8	1
[cell type report]
cell class | instances | area [um^2] | area share, %
inverters | 6 | 22.52 | 4.138
repair buffers | 20 | 196.4 | 36.09
multi-input cells | 32 | 267.8 | 49.20
well taps | 46 | 57.56 | 10.57
[power breakdown]
| group | internal [mW] | leakage (nW) | switching [mW] |
|---|---|---|---|
| Clock | 0 | 0 | 0 |
| Combinational | 0.0828 | 0.224 | 0.0435 |
| Sequential | 0 | 0 | 0 |
| Total | 0.0828 | 0.224 | 0.0435 |
[worst max-delay path: cells and delay by family]
kind | cells | cell delay, ps
adders and majority gates | 3 | 990
buffers and inverters | 3 | 880
AOI/OAI and AO/OA | 2 | 300
and+or+nand+nor | 1 | 170
[final timing paths]
kind / from / endpoint / slack (ps) / cells past startpoint
worst min-delay path: SW[4] / CF / 2770 / 5
worst max-delay path: SW[0] / CD / 110 / 9
Power is estimated from default activity; no workload was simulated.
