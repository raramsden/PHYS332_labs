## ./design.v

```verilog
`timescale 1ns / 1ps
module LED_counters(
     input CLK100MHZ,
     output [1:0] LED
);
    wire clock1Hz, clock1kHz;
    clock100MHz_to_1kHz firstLED (CLK100MHZ,clock1kHz);
    clock100MHz_to_1Hz secondLED (CLK100MHZ, clock1Hz);
    LED_2son_1soff LEDfirst(clock1Hz, LED[0]);
    LED_1mson_2msoff LEDsecond(clock1kHz, LED[1]);
endmodule
module LED_1mson_2msoff(
    input clock,
    output [0:0] LED
);
    reg[1:0] ctr;
    assign LED[0] = ~ctr[0] & ~ctr[1]; 
    always @ (posedge clock) begin        
        if (ctr == 2'b10) begin 
            ctr <= 2'b00;
        end else begin
            ctr <= ctr + 2'b01;
        end
    end
endmodule
module LED_2son_1soff(
    input clock,
    output [0:0] LED
 );
    reg[1:0] ctr;
    assign LED[0] = ctr[0] | ctr[1];
    always @ (posedge clock) begin        
        if (ctr == 2'b10) begin 
            ctr <= 2'b00;
        end else begin
            ctr <= ctr + 2'b01;
        end
    end
endmodule
module clock100MHz_to_1Hz(
    input CLK_100MHZ,
    output reg clock1Hz
);
    reg[26:0] ctr;
    always @ (posedge CLK_100MHZ) begin
        if (ctr == 49_999_999) begin
            clock1Hz <= 1'b1;
            ctr <= ctr + 1;            
        end
        else if (ctr == 99_999_999) begin
            clock1Hz <= 1'b0;
            ctr <= 0;
        end
        else begin
            ctr <= ctr + 1;
        end
    end
endmodule
module clock100MHz_to_1kHz(
    input CLK_100MHZ,
    output reg clock1kHz
);
    reg[16:0] ctr;
    always @(posedge CLK_100MHZ) begin
        if (ctr == 49_999) begin
            clock1kHz <= 1'b1;
            ctr <= ctr + 1;
        end else if (ctr == 99_999) begin
            clock1kHz <= 1'b0;
            ctr <= 0;
        end else begin
            ctr <= ctr + 1;
        end
    end
endmodule
```

## ./config.mk

```make
export PLATFORM = sky130hd
export DESIGN_NAME = LED_counters
export DESIGN_NICKNAME = LED_counters
export VERILOG_FILES = /design/flow/design.v
export SDC_FILE = /design/flow/constraint.sdc
export NUM_CORES = 4
export LEC_CHECK = 1
export CORE_UTILIZATION = 50
```

## ./run.sh

```bash
#!/bin/bash
# OpenROAD 26Q1-2900-gdf79404cd8, Yosys 0.63+post, stock flow scripts
make -C /OpenROAD-flow-scripts/flow DESIGN_CONFIG=/design/flow/config.mk WORK_HOME=/design/flow/orfs finish
```

## ./constraint.sdc

```tcl
current_design LED_counters

set clk_period 3.4
set clk_io_pct 0.2

create_clock -name clk0 -period $clk_period [get_ports {CLK100MHZ}]

set non_clock_inputs [all_inputs -no_clocks]
set_input_delay [expr $clk_period * $clk_io_pct] -clock clk0 $non_clock_inputs
set_output_delay [expr $clk_period * $clk_io_pct] -clock clk0 [all_outputs]
```

==> results.sh <==
# physical design summary
export IMPL_synth_area_um2=2250
export IMPL_ys_seq_share_pct=44.6
export IMPL_track_usage_pct=19.0
export IMPL_comb_power_share_pct=0
export IMPL_seqPwrFrac_pct=61.7
export IMPL_gp_congestion=0.934
export IMPL_dpl_worst_slack_ns=1.49
export IMPL_initCoreUtil_pct=51.9
export IMPL_startpoint_type="flip-flop"
export IMPL_synth_stat_cells=253
export IMPL_route_antenna_diode_count=0
export IMPL_overflow=0
export IMPL_vias_per_cell=5.53
export IMPL_synth_logic_top_family="simple AND/OR/NAND/NOR gates"
export IMPL_dp_hpwl_mm=2.92
export IMPL_edf_count=0
export IMPL_r2r_slack_ns=1.46
export IMPL_maxCapViolCount=0
export IMPL_setup_viol=0
export IMPL_synthMuxAreaShare_pct=0
export IMPL_grt_max_degree=14
export IMPL_cts_root_buf="clkbuf_8"
export IMPL_top_area_share_pct=44.6
export IMPL_clkPwrFrac_pct=38.3
export IMPL_vias=1702
export IMPL_rows=24
export IMPL_final_setup_worst_slack_ns=1.46
export IMPL_grt_pass1_wl_mm=7.31
export IMPL_ys_sh_adder_pct=3.34
export IMPL_max_vdd_ir_drop_uv=239
export IMPL_worst_pin_slew_ns=0.965
export IMPL_post_cts_buffers=0
export IMPL_numPortBuffers=2
export IMPL_drive_gt1_share_pct=6.25
export IMPL_synth_cells=253
export IMPL_fin_skew_ns=0.00606
export IMPL_numCtsBuffers=5
export IMPL_cp_max_fo=8
export IMPL_cts_buffer_depth=2
export IMPL_htreeDepth=2
export IMPL_ys_async_sr_fraction_pct=0
export IMPL_leakage_nw=0.864
export IMPL_min_path_cells=1
export IMPL_grt_pass1_vias=1565
export IMPL_synth_cell_types=38
export IMPL_p_int_mw=0.702
export IMPL_clk_latency_ns=0.29
export IMPL_met2_usage_pct=24.1
export IMPL_setup_tns_ns=0
export IMPL_min_path_type="reg -> reg"
export IMPL_unclocked_pins=4
export IMPL_fin_crit_ns=1.94
export IMPL_die_height_um=69.0
export IMPL_p_total_mw=0.872
export IMPL_use_met3_pct=2.97
export IMPL_hold_viol_final=0
export IMPL_powerDensity_nw_per_um2=365
export IMPL_die_width_um=69.0
export IMPL_totalWireLength_mm=4.04
export IMPL_p_sw_share_pct=19.5
export IMPL_synth_compound_gate_area_share_pct=7.13
export IMPL_grt_use_met1_pct=35.3
export IMPL_cts_tree="built"
export IMPL_ff_type="dfxtp_1"
export IMPL_status="completed"
export IMPL_drc=0
export IMPL_path_class="reg -> reg"
export IMPL_max_freq_mhz=516
export IMPL_drtAntennaViolNets=0
export IMPL_arrival_ns=2.12
export IMPL_synth_flops=50
export IMPL_period_used_pct=56.9
export IMPL_post_cts_resized=0
export IMPL_antenna_found_initial=0
export IMPL_cts_hold_fix_buffers=0
export IMPL_yosys_area_um2=2250
export IMPL_switching_power_mw=0.170
export IMPL_wire_per_inst_um=13.1
export IMPL_simple_gate_share_pct=30.4
export IMPL_untimed_endpoints=6
export IMPL_warnings=27
export IMPL_slew_headroom_pct=35.1
export IMPL_ff2ff_path_depth=5
export IMPL_slew_viol_final=0
export IMPL_die_area_um2=4760
export IMPL_n_fill_cell=399
export IMPL_io_pin_count=3
export IMPL_drt_initial_drc_count=162
export IMPL_holdWs_ns=0.466
export IMPL_syn2layout_area_growth_pct=6.30
export IMPL_core_um2=4320
export IMPL_yosysTopAreaCell="dfxtp_1"
export IMPL_first_pass_iters=4
export IMPL_xor_share_pct=11.3
export IMPL_topCellsByArea="dfxtp_1, xnor2_1, nand3_1, nor2_1, xor2_1"
export IMPL_syn_avg_cell_area_um2=8.88
export IMPL_rsz0062_at_grt="false"
export IMPL_endpoint_kind="flip-flop"
export IMPL_grt_busiest_layer="met1"
export IMPL_clkSlewWorstSetupHoldPaths_ns=0.08
export IMPL_yosysWarnings=4
export IMPL_required_ns=3.58
## metrics by stage
stage | instances | cell area, um^2 | utilization [%]
floorplan | 253 | 2250 | -
global placement | 300 | 2300 | 53.1
detailed placement | 300 | 2300 | 53.1
CTS | 308 | 2390 | 55.2
global route | 308 | 2390 | 55.2
finish | 308 | 2390 | 55.2
## power by group through the flow
| stage | Clock, mW | Combinational, mW | Sequential [mW] |
|---|---|---|---|
| 4_1_cts | 0.349 | 0.000000414 | 0.538 |
| 5_1_grt | 0.372 | 0.000000414 | 0.538 |
| 6_report | 0.334 | 0.000000414 | 0.538 |
## synth_stat cells (2+ instances only)
cell type  instances
a21oi_1            7
a31oi_1            2
a32oi_1            2
and3_1             6
and4_1             5
buf_4              2
clkbuf_1           4
dfxtp_1           50
ha_1               6
inv_1             10
nand2_1           14
nand2b_1           3
nand3_1           28
nand4_1           10
nor2_1            31
nor2b_1            3
nor3_1             4
nor4_1             3
o21ai_0            9
o21ai_1            2
o31ai_1            4
or3_1              3
or4_1              3
xnor2_1           17
xor2_1            12
## cell usage in the layout, fill, tap and decap left out, types with 2 or more instances in the layout
| cell type | count |
|---|---|
| xnor2_1 | 17 |
| a21oi_1 | 7 |
| xor2_1 | 12 |
| nand3_1 | 28 |
| a32oi_1 | 2 |
| nand2_1 | 14 |
| or3_1 | 3 |
| nor2b_1 | 3 |
| o21ai_1 | 2 |
| or4_1 | 3 |
| nor3_1 | 4 |
| clkdlybuf4s50_1 | 2 |
| nand4_1 | 10 |
| dfxtp_1 | 50 |
| a31oi_1 | 2 |
| and3_1 | 6 |
| o31ai_1 | 4 |
| o21ai_0 | 9 |
| nand2b_1 | 3 |
| clkbuf_8 | 6 |
| nor4_1 | 3 |
| inv_1 | 10 |
| and4_1 | 5 |
| nor2_1 | 31 |
| ha_1 | 6 |
## flip-flops by register name, summed over array words and instances (netlist names)
name / count
firstLED.clock1kHz: 1
secondLED.ctr: 27
LEDsecond.ctr: 2
secondLED.clock1Hz: 1
LEDfirst.ctr: 2
firstLED.ctr: 17
## logic make-up after synthesis
logic type	after synthesis
and+or+nand+nor	124
DFF	50
xor gates and xnor gates	29
AOI/OAI and AO/OA	27
buffers and inverters	17
adders and majority gates	6
## critical path: stages, from the launching register on
cell and delay, ns:
dfxtp_1 0.43, nand4_1 0.15, nor4_1 0.85, nand3_1 0.18, xor2_1 0.17, nor2_1 0.05
## layout make-up
| type | instances | area [um^2] | share of cell area, % |
|---|---|---|---|
| sequential | 50 | 1000 | 41.9 |
| tap | 52 | 65.1 | 2.73 |
| clock buffer | 7 | 86.3 | 3.62 |
| inverter | 10 | 37.5 | 1.57 |
| clock inverter | 1 | 5.00 | 0.210 |
| timing repair buffer | 2 | 20.0 | 0.839 |
| multi-input combinational | 186 | 1170 | 49.1 |
## final timing paths
kind,startpoint,to
hold / removal,firstLED.ctr[0]$_DFF_P_,firstLED.ctr[0]$_DFF_P_
hold reg to reg,firstLED.ctr[0]$_DFF_P_,firstLED.ctr[0]$_DFF_P_
setup / recovery,secondLED.ctr[8]$_DFF_P_,secondLED.ctr[15]$_DFF_P_
setup reg to reg,secondLED.ctr[8]$_DFF_P_,secondLED.ctr[15]$_DFF_P_
## metal layers
metal,wire length (um),part of all wire [%],up-vias
li1,-,-,896
met1,2340,58,773
met2,1460,36,23
met3,142,3.5,10
met4,97,2.4,0
met5,0,0,-
Power is estimated from default activity; no workload was simulated.
